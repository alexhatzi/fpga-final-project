==> flow/design.v <==
module game_lives
(
   input wire clk, reset,
   input wire [9:0] x, y,                  
   input wire bm_hb_on, enemy_on, exp_on,  
   output wire gameover,                   
   output wire [11:0] background_rgb,       
   output wire [2:0] lives 
);
localparam INVISIBILITY_MAX = 150000000;   
reg  [27:0] invisibility_reg;
wire [27:0] invisibility_next;
always @(posedge clk, posedge reset)
	if(reset)
		invisibility_reg <= 0;
   else 
	   invisibility_reg <= invisibility_next;
assign invisibility_next =                                   (invisibility_reg == INVISIBILITY_MAX) ?                    0 :
                           (invisibility_reg > 0) & (invisibility_reg < INVISIBILITY_MAX)           ? invisibility_reg + 1 :
							invisibility_reg == 0  & ((exp_on & bm_hb_on) | (enemy_on & bm_hb_on))  ? 1 : invisibility_reg; 
reg  [2:0] lives_reg;
wire [2:0] lives_next;
always @(posedge clk, posedge reset)
	if(reset)
		lives_reg <= 5;
   else 
	   lives_reg <= lives_next;
assign lives_next = invisibility_reg == 1 & lives_reg > 0 ? lives_reg - 1 : lives_reg;
assign gameover = lives_reg == 0;
assign background_rgb = lives_reg == 5 ? 12'b101000000000 : 
                        lives_reg == 4 ? 12'b100000000000 : 
						lives_reg == 3 ? 12'b011000000000 : 
						lives_reg == 2 ? 12'b010000000000 : 
						lives_reg == 1 ? 12'b001000000000 : 12'd0;
assign lives = lives_reg ; 
endmodule
==> flow/run.sh <==
#!/bin/bash
# OpenROAD 26Q1-2900-gdf79404cd8, Yosys 0.63+post, stock flow scripts
make -C /OpenROAD-flow-scripts/flow DESIGN_CONFIG=/design/flow/config.mk WORK_HOME=/design/flow/orfs finish
==> flow/config.mk <==
export PLATFORM = sky130hd
export DESIGN_NAME = game_lives
export DESIGN_NICKNAME = game_lives
export VERILOG_FILES = /design/flow/design.v
export SDC_FILE = /design/flow/constraint.sdc
export NUM_CORES = 4
export LEC_CHECK = 1
export CORE_UTILIZATION = 40
==> flow/constraint.sdc <==
current_design game_lives

set clk_period 4.8
set clk_io_pct 0.2

create_clock -name clk0 -period $clk_period [get_ports {clk}]

set non_clock_inputs [all_inputs -no_clocks]
set_input_delay [expr $clk_period * $clk_io_pct] -clock clk0 $non_clock_inputs
set_output_delay [expr $clk_period * $clk_io_pct] -clock clk0 [all_outputs]
==> ci_impl_report.md <==
## Synthesis and layout report

| Metric | Value |
|---|---|
| Sum of negative setup slack | `0 ps` |
| Max VDD drop | `137 uV` |
| Root Driver | `clkbuf_8` |
| Max-slew violations | `0` |
| Placed Cells incl. Taps | `311` |
| Synthesized area per cell | `between 8 and 9 um2` |
| Wire length of the first global-routing pass | `7690 um` |
| Pint | `396 uW` |
| CTS tree | `built` |
| # clock sinks | `31` |
| Sequential share of power | `52.6%` |
| Fp_density | `41.6%` |
| DP Wirelength | `between 2000 and 3000 um` |
| PnR Total Power | `497 uW` |
| Clk pwr share | `between 40 and 50%` |
| Antenna-violating nets left | `0` |
| Crit path capture type | `output port` |
| Die Area | `between 0.005 and 0.006 mm2` |
| CP Data Arrival Time | `roughly 1700 ps` |
| Yosys cell count | `between 200 and 250` |
| WL/cell | `13.8 um` |
| Cells after synthesis | `240` |
| Synth Cell Area | `0.00214 mm2` |
| Tool warning count | `51` |
| Startpoint types | `flip-flop` |
| DR vias/cell | `5.55` |
| CP max FO | `5` |
| Max capacitance violation total | `0` |
| IO Port Bufs | `11` |
| Synth unique cells | `about 46` |
| Width of the die | `75.1 um` |
| # DRC | `0` |
| Num ports | `41` |
| Fin crit share | `56.2%` |
| Dpl ws | `around 2200 ps` |
| Sw frac | `20.4%` |
| Power share of the combinational group | `under 10%` |
| Vias in the first global route | `1617` |
| Pwr dens | `211 mW/mm2` |
| Setup Buffers After CTS | `0` |
| Sequential cell area fraction in the yosys report | `36.4%` |
| Total Routing Usage GR | `roughly 18%` |
| Die Ht | `75.1 um` |
| Sw Pwr | `101 uW` |
| Initial antenna violation count | `0` |
| Drt total wl | `4390 um` |
| # diodes | `0` |
| Asr flop ratio synth | `100%` |
| Post-synth regs | `31` |
| Gr ovfl total | `0` |
| Crit Path Class | `flip-flop to output port` |
| Leakage | `1.12 nW` |
| Min-Delay Path Class | `flip-flop to flip-flop` |
| Hold Buf Count CTS | `0` |
| Number of setup violations in the final report | `0` |
| Worst setup margin | `2100 ps` |
| RSZ-0062 raised after global routing | `false` |
| Crit path required time | `3840 ps` |
| Clock Skew | `approximately 5.8 ps` |
| Largest net degree at the start of global routing | `32` |
| Post-Layout Cell Count | `around 320` |
| Max Clk Rate | `0.371 GHz` |
| Area reported by Yosys stat | `0.00214 mm2` |
| Synth warnings | `1` |
| DRT Pass-1 Iters | `4` |
| Cell Rows | `26` |
| Core Area | `0.00514 mm2` |
| GPL Wtd Cong | `0.787` |
| Flip-flops with a built-in enable | `0` |
| Clk latency of the worst-skew pair | `280 ps` |
| Share of cells above drive strength 1 | `between 10% and 20%` |
| Clk slew on worst S/H paths | `60 ps` |
| Vias | `1769` |
| First DRT Iteration DRCs | `137` |
| Dominant Register Cell | `dfrtp_1` |
| Final tally of hold violations | `0` |
| CTS max path bufs | `2` |
| Area grow syn2layout | `10.0%` |
| CTS H-Tree Depth | `2` |
| Outcome | `finished, final reports clean` |
| Number of buffers created by CTS | `5` |
| Slew Limit Headroom | `52.0%` |
| Largest register FFs | `28` |
| Least-Margin Pin Slew | `710 ps` |
| Post_cts resized | `0` |
| Min Clock Period, post-route | `2700 ps` |
-- cells by family (layout without fill, tap and decap cells) --
logic type               count (synthesis)  after routing  synth area share [%]
AND-OR/OR-AND                           45             45                  17.4
XOR/XNOR                                 5              5                  2.05
adder cells (fa/ha/maj)                  8              8                  4.68
buffers and inverters                   30             31                  7.78
flip-flops                              31             31                  36.4
multiplexers                             1              1                 0.468
other                                    1              9                 0.175
AND/OR/NAND/NOR                        119            119                  31.0
-- path summary, 6_finish.rpt --
check | start | to | slack (ps) | cells after the start
worst min-delay path | lives_reg[2] | lives_reg[2] | 520 | 1
worst max-delay path | lives_reg[0] | background_rgb[11] | 2100 | 4
worst max register to register | invisibility_reg[0] | invisibility_reg[24] | 2150 | 7
worst min register to register | lives_reg[2] | lives_reg[2] | 520 | 1
max in group asynchronous | reset | lives_reg[0] | 3420 | 3
min in group asynchronous | reset | invisibility_reg[26] | 1060 | 3
-- worst max-delay path: stages, from the launching register on --
cell and delay (ps):
dfstp_2 550, inv_1 110, ha_1 230, o21a_1 180, clkdlybuf4s50_1 400
-- cell usage in the layout (no fill, tap or decap), types with 4 or more instances in the layout --
cell             synthesis  layout
a21oi_1                  6       6
clkdlybuf4s50_1          0      11
a211o_1                  5       5
nand2_1                 17      17
xnor2_1                  4       4
a211o_2                  9       9
or2_2                    5       5
inv_1                   10      10
and3_1                  17      17
nor4_1                   5       5
o21ai_0                  6       6
ha_1                     8       8
nand4_1                  8       8
dfrtp_1                 29      29
nor2_1                  18      18
conb_1                   1       9
nor3_1                  20      20
nand3_1                 10      10
clkbuf_8                 0       7
-- layer usage --
layer	share of wire [%]	global-route usage, %	vias up
met5	0	0	-
met4	1.5	2.10	0
met3	3.3	2.71	8
met2	43	28.3	21
met1	53	28.3	852
li1	-	-	888
-- power by group through the flow --
stage                 logic (mW)  clock network [mW]  registers, mW
after CTS                 0.0107               0.233          0.261
after global routing      0.0122               0.245          0.261
final                    0.00986               0.226          0.261
-- Yosys cell counts (all sizes together) (4+ instances only) --
| cell | count | area share (%) |
|---|---|---|
| a221o | 5 | 2.5 |
| nor3 | 20 | 4.7 |
| nor4 | 6 | 2.5 |
| a211o | 14 | 6.3 |
| ha | 8 | 4.7 |
| or2 | 5 | 1.5 |
| inv | 10 | 1.8 |
| buf | 15 | 5.1 |
| xnor2 | 4 | 1.6 |
| a21oi | 6 | 1.4 |
| nand2 | 17 | 3.0 |
| nand3 | 10 | 2.3 |
| dfrtp | 29 | 34 |
| and4 | 4 | 1.7 |
| o21ai | 7 | 1.8 |
| nor2 | 18 | 3.2 |
| clkbuf | 5 | 0.88 |
| and3 | 18 | 5.3 |
| nand4 | 8 | 2.3 |
-- metrics by stage --
| stage | utilization, % | hold slack, ps | instance area [um2] |
|---|---|---|---|
| detailed placement | 43.8 | 520 | 2250 |
| floorplan | - | 495 | 2170 |
| finish | 45.8 | 523 | 2350 |
| global placement | 43.8 | 517 | 2250 |
| global route | 45.8 | 549 | 2350 |
| CTS | 45.8 | 530 | 2350 |
-- area by class of cell --
cell class,instances,area (um2)
clock buffer,8,100
fill,544,2790
inverter,10,37.5
multi-input combinational,187,1220
sequential,31,778
tap,70,87.6
timing repair buffer,13,125
Power and IR drop assume default switching activity.

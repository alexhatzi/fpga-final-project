**/design/flow/design.v**
```verilog
module clk_divider  #(CLK_COUNT = 12500000)
( 
     input clk 
  ,  output logic sample_clk
) ; 
reg [24:0] clkcount ; 
initial clkcount = 0 ; 
initial sample_clk = 0 ; 
always@(posedge clk) begin
    if (clkcount == CLK_COUNT - 1 ) begin
      sample_clk <= ~sample_clk ; 
        clkcount <= '0 ; 
     end else begin
        clkcount = clkcount + 1'b1 ; 
     end
end
endmodule 
 module vga_sync 
 ( input clk
 , input reset
 , output logic hsync
 , output logic vsync
 , output logic display_on
 , output logic p_tick
 , output reg [9:0] x, y
    ) ; 
    localparam PIXELS_PER_ROW    = 640    ; 
    localparam PIXELS_PER_COLUMN = 480    ; 
    localparam A_CLKS            = 800    ; 
    localparam B_CLKS            = 96     ; 
    localparam C_CLKS            = 48     ; 
    localparam D_CLKS            = 640    ; 
    localparam E_CLKS            = 16     ; 
    localparam O_CLKS            = 416800 ; 
    localparam P_CLKS            = 1600   ; 
    localparam Q_CLKS            = 23200  ; 
    localparam R_CLKS            = 384000 ; 
    localparam S_CLKS            = 8000   ; 
    typedef enum logic  [2:0] {HIDLE,HWAIT,HSYNC}   HSYNC_t ; 
    typedef enum logic  [2:0] {VIDLE,VWAIT,VSYNC}   VSYNC_t ; 
    HSYNC_t      HSYNC_STATE ; 
    VSYNC_t      VSYNC_STATE ;
    logic [20:0] v_counter  ; 
    logic [20:0] h_counter  ;  
    logic        hsync_d    ;  
    logic        pix_d      ; 
    logic [20:0] c_cnt      ; 
    logic [20:0] d_cnt      ;
    logic [20:0] e_cnt      ; 
    logic        vga_clk    ; 
    logic [9:0]  y_c, x_c   ; 
    clk_divider #( .CLK_COUNT(2)) u_clk_divider  
            (       .clk            (clk    )
            ,       .sample_clk     (vga_clk)
            ) ;
    initial begin 
        v_counter = 0 ;
        h_counter = 0 ; 
        c_cnt     = 0 ; 
        d_cnt     = 0 ; 
        e_cnt     = 0 ; 
        y_c       = 0 ; 
        x_c       = 0 ; 
    end
    always @(posedge vga_clk) begin
        case (VSYNC_STATE)
            VIDLE: begin
                    VSYNC_STATE <= VWAIT;
                    v_counter <= 0; 
            end
            VWAIT: begin
                if (v_counter == P_CLKS - 1) begin  
                    vsync <= 1'b1;   
                    VSYNC_STATE <= VSYNC;
                    v_counter <= 0;
                end else
                    v_counter <= v_counter + 1;
            end
            VSYNC: begin
                if (v_counter == Q_CLKS + R_CLKS + S_CLKS - 1) begin   
                    VSYNC_STATE <= VWAIT;
                    vsync <= 1'b0;   
                    v_counter <= 0;
                end else
                    v_counter <= v_counter + 1;
            end
          default : 
                     VSYNC_STATE <= VIDLE ; 
        endcase
    end
    always @(posedge vga_clk or posedge reset) begin
        if (reset) begin
            HSYNC_STATE <= HIDLE;
            hsync <= 0;
            h_counter <= 0;
            x_c <= 0;
        end else if (vsync) begin
            case (HSYNC_STATE)
                HIDLE: begin
                    HSYNC_STATE <= HWAIT;
                    h_counter <= 0;
                end
                HWAIT: begin
                    if (h_counter == B_CLKS - 1) begin
                        HSYNC_STATE <= HSYNC;
                        hsync <= 1;
                        h_counter <= 0;
                        y_c <= y_c + 1;
                    end else begin
                        h_counter <= h_counter + 1;
                    end
                end
                HSYNC: begin
                    if (h_counter == C_CLKS + D_CLKS + E_CLKS - 1) begin
                        HSYNC_STATE <= HWAIT;
                        hsync <= 0;
                        h_counter <= 0;
                        x_c <= 0;
                    end else begin
                        h_counter <= h_counter + 1;
                        x_c <= x_c + 1;
                    end
                end
                default: begin
                    HSYNC_STATE <= HIDLE;
                end
            endcase
        end else begin
            hsync <= 0;
            x_c <= 0;
            y_c <= 0;
        end
    end
    always @(posedge vga_clk) begin
        if (vsync) begin
        if ( (y_c >= 10) && (x_c >= 56))  begin
            y <= y_c - 20 ; 
            x <= x_c - 60 ; 
        end   
        end     
        else begin
            x <= '0 ; 
            y <= '0 ; 
        end
    end
    assign display_on = (x_c >= 56 && x_c < 56 + D_CLKS) && 
                        (y_c >= 10 && y_c < 10 + R_CLKS);
    assign p_tick = vga_clk ;
endmodule 
```
**/design/flow/run.sh**
```bash
#!/bin/bash
# OpenROAD 26Q1-2900-gdf79404cd8, Yosys 0.63+post, stock flow scripts
make -C /OpenROAD-flow-scripts/flow DESIGN_CONFIG=/design/flow/config.mk WORK_HOME=/design/flow/orfs finish
```
**/design/flow/config.mk**
```make
export PLATFORM = sky130hd
export DESIGN_NAME = vga_sync
export DESIGN_NICKNAME = vga_sync
export VERILOG_FILES = /design/flow/design.v
export SDC_FILE = /design/flow/constraint.sdc
export NUM_CORES = 4
export LEC_CHECK = 1
export CORE_UTILIZATION = 40
```
**/design/flow/constraint.sdc**
```tcl
current_design vga_sync

set clk_period 3.5
set clk_io_pct 0.2

create_clock -name clk0 -period $clk_period [get_ports {clk}]

set non_clock_inputs [all_inputs -no_clocks]
set_input_delay [expr $clk_period * $clk_io_pct] -clock clk0 $non_clock_inputs
set_output_delay [expr $clk_period * $clk_io_pct] -clock clk0 [all_outputs]
```
==> out/metrics.yaml <==
worst_hold_path:
  hp-class: "flip-flop to flip-flop"
  min_to: "u_clk_divider.clkcount[24]"
  hp-start: "u_clk_divider.clkcount[24]"
  hold_path_depth: 1
final_layout:
  drive_above_1_share: 0.0388
  n_fill_cell: 1331
  synthToLayoutAreaGrowth_pct: 7.55
  fin_util: 0.445
synth:
  ys_area_sq_mm: 0.00608
  ys_sh_aoi: 0.0775
  ys_warn_count: 2
  synth_area_per_cell_sq_um: 9.89
  synth-seq-cells: 115
  synth_area_sq_mm: 0.00608
  mux_area_frac: 0.0313
  synthAdderAreaFrac: 0.0370
  post-synth-top-area-cell: "edfxtp_1"
  topCellsByArea: "edfxtp_1, dfxtp_1, dfrtp_1"
  async_flop_share: 0.304
  postSynthCellCount: 615
  ff_type: "dfxtp_1"
  xor_share: 0.102
  synth-seq-area-share: 0.465
  ys_types: 63
  yosysMostFrequentCell: "nor2_1"
  logic_family: "simple AND/OR/NAND/NOR gates"
  simple_gate_area_frac: 0.246
  top_cells_by_count: "nor2_1, nand2_1, dfxtp_1, xnor2_1, edfxtp_1"
  edf_count: 35
  ys_cells: 615
  synth_top_area_share: 0.173
pwr:
  irDropWorstVdd_uv: 185
  power_density_mw_per_mm2: 96.9
  p_leak_uw: 0.00254
floorplanning:
  std_cell_rows: 44
  fp.dieW_microns: 125
  die_area_sq_mm: 0.0157
  core_util_floorplan: 0.414
  core_sq_mm: 0.0147
  die_h_microns: 125
  ios: 26
worst_setup_path:
  startpoint_type: "flip-flop"
  slowest_delay_ps: 460
  r2r-start: "u_clk_divider.clkcount[0]"
  cp.arrival_ps: 1060
  path_max_fanout: 2
  critical_path.cell_chain: "clkdlybuf4s50_1"
  critPathRequiredTime_ps: 2800
  crit_buf_inv: 1
  cp_top_family: "buffers and inverters"
  crit_type: "flip-flop to primary output"
  cp_slowest_cell: "clkdlybuf4s50_1"
  timing.rr.end: "u_clk_divider.clkcount[12]"
  critPathCaptureType: "primary output"
  reg2reg_depth: 5
  reg2reg_slack_ps: 1840
global_routing:
  grt_overflow_total: 0
  antenna_found_initial: 0
  grtUsageTotal: 0.142
  grt_pass1_vias: 3953
  grt_max_degree: 91
  grt_pass1_wl_mm: 18.3
placement:
  portBuffers: 25
  dpl.hpwl_mm: 7.32
  gp_congestion: 0.823
final_timing:
  finalHoldViolCount: 0
  slew_headroom: 0.316
  untimed_endpoints: 146
  unclocked_pins: 89
  finalMaxSlewViolations: 0
  fmax_ghz: 0.567
  fin_crit_sh: 0.504
  fin_setup_tns_ps: 0
  rsz0062_at_grt: "false"
  worstMarginPinSlew_ps: 1020
  fin_crit_ps: 1760
  setup_viol: 0
  fin_skew_ps: 4.69
clock_tree:
  root_buffer: "clkbuf_16"
  post_cts_resized: 0
  cts_buffer_depth: 2
  htree_levels: 1
  path_clk_slew_ps: 60
  numCtsBuffers: 3
  tritoncts: "done"
  cts_hold_buffers: 0
  clk_latency_ps: 250
  postCtsSetupBuffers: 0
routing:
  drc_errors: 0
  firstDrtPassIters: 21
  first_iter_violations: 289
  met2WireLength_mm: 4.39
  drt-met1-wl_mm: 5.66
  wl_mm: 10.4
  vias_per_cell: 5.23
  maxUsedRoutingLayer: "met4"
  vias: 4202
  antennaDiodeCount: 0
  met3WireLength_microns: 283
  ant_nets: 0
  wl_per_cell_microns: 12.9
run:
  maxCapViolCount: 0
  warning_count: 35
run_status:
  outcome: "finished clean"
flip-flops by register name, indices dropped and copies added, names as in the netlist:
register and flops:
HSYNC_STATE 3, u_clk_divider.clkcount 25, y 10, hsync 1, x_c 10, x 10
u_clk_divider.sample_clk 1, v_counter 21, h_counter 21, VSYNC_STATE 2, y_c 10, vsync 1
area by class of cell:
type,instances,area [sq um],area share
multi-input cells,447,3010,0.459
flip-flops and latches,115,2830,0.432
repair buffers,30,288,0.0440
well taps,184,230,0.0352
inverters,23,86.3,0.0132
clock buffers,3,75.1,0.0115
clock inverters,1,30.0,0.00459
metal layers:
metal	vias to the layer above	global-route usage
met4	0	0.00933
met5	-	0
li1	2169	-
met1	1969	0.248
met2	58	0.206
met3	6	0.0135
metrics by stage:
stage          setup slack, ps  instance area (sq um)  power [uW]  cells  hold slack, ps
2_1_floorplan             1480                   6080         313    615             429
3_3_place_gp              1940                   6440         320    799             447
3_5_place_dp              1870                   6440         320    799             450
4_1_cts                   1720                   6540         643    803             464
5_1_grt                   1690                   6540         659    803             472
6_report                  1740                   6540         634    803             461
worst max-delay path by stage:
stage                                     from  endpoint  slack (ps)  cells after the start
final                 u_clk_divider.sample_clk    p_tick        1740                      1
after CTS             u_clk_divider.sample_clk    p_tick        1720                      1
after global routing  u_clk_divider.sample_clk    p_tick        1690                      1
report_power, final:
part	switching (uW)	internal [uW]
Clock	94.5	227
Sequential	0	299
Combinational	10.9	2.66
Total	105	528
placed cells by master, fill, tap and decap left out, types with 10 or more instances in the layout:
cell type,count
and2_1,14
and3_1,11
and4_1,10
clkdlybuf4s50_1,25
dfrtp_1,34
dfxtp_1,45
edfxtp_1,35
ha_1,18
inv_1,23
mux2i_1,19
nand2_1,50
nand3_1,27
nand4_1,20
nor2_1,60
nor2b_1,23
nor3_1,13
nor4_1,13
o21ai_0,17
xnor2_1,45
xor2_1,26
cell families (layout without fill, tap and decap cells):
kind of cell               after synthesis  in the layout
adders and majority gates               18             18
muxes                                   19             19
and+or+nand+nor                        276            276
DFF                                    115            115
AOI/OAI and AO/OA                       63             63
buffers and inverters                   53             57
xor gates and xnor gates                71             71
Power figures rest on the tool's default switching activity, not on a simulated workload.
